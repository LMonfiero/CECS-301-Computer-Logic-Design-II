## flow/run.sh

```bash
#!/bin/bash
# OpenROAD 26Q1-2900-gdf79404cd8, Yosys 0.63+post, stock flow scripts
make -C /OpenROAD-flow-scripts/flow DESIGN_CONFIG=/design/flow/config.mk WORK_HOME=/design/flow/orfs finish
```

## flow/config.mk

```make
export PLATFORM = sky130hd
export DESIGN_NAME = Display
export DESIGN_NICKNAME = Display
export VERILOG_FILES = /design/flow/design.v
export SDC_FILE = /design/flow/constraint.sdc
export NUM_CORES = 4
export LEC_CHECK = 1
export CORE_UTILIZATION = 30
```

## flow/constraint.sdc

```tcl
current_design Display

set clk_period 7.9
set clk_io_pct 0.2

create_clock -name clk0 -period $clk_period [get_ports {clock}]

set non_clock_inputs [all_inputs -no_clocks]
set_input_delay [expr $clk_period * $clk_io_pct] -clock clk0 $non_clock_inputs
set_output_delay [expr $clk_period * $clk_io_pct] -clock clk0 [all_outputs]
```

## flow/design.v

```verilog
`timescale 1ns / 1ps
module Display(clock, reset, Anode, Cathode);
	input clock, reset;
	output wire [7:0] Anode, Cathode;
	anodes AN (.clock(clock), .reset(reset), .Anode(Anode));
	Hex7Seg	HS (.clock(clock), .reset(reset), .Cathode(Cathode));
endmodule
`timescale 1ns / 1ps
module Hex7Seg(clock, reset, Cathode);
	input clock, reset;
	output reg [7:0] Cathode;
	wire [3:0] HexVal;
	mux8to1 M81 (.clock(clock), .reset(reset), .out(HexVal));
	always @ (*)
		case(HexVal)
			4'h0: Cathode = 8'hC0;
			4'h1: Cathode = 8'hF9;
			4'h2: Cathode = 8'hA4;
			4'h3: Cathode = 8'hB0;
			4'h4: Cathode = 8'h99;
			4'h5: Cathode = 8'h92;
			4'h6: Cathode = 8'h82;
			4'h7: Cathode = 8'hF8;
			4'h8: Cathode = 8'h80;
			4'h9: Cathode = 8'h98;
			4'hA: Cathode = 8'h88;
			4'hB: Cathode = 8'h83;
			4'hC: Cathode = 8'hC6;
			4'hD: Cathode = 8'hA1;
			4'hE: Cathode = 8'h86;
			4'hF: Cathode = 8'h8E;
		default: Cathode = 8'hFF;
		endcase
endmodule
`timescale 1ns / 1ps
module anodes(clock, reset, Anode);
	input clock, reset;
	output [7:0] Anode;
	reg [7:0] Anode,nAnode;
	rotator RT1 (.clk(clock), .rst(reset), .rotate(rotate));
	always @(posedge clock, posedge reset)
		if (reset) Anode <= 8'hfe;	else 
		if (rotate) Anode <= nAnode;
	always @(*)
		case (Anode)
			8'hFE: 	nAnode = 8'hFD;
			8'hFD: 	nAnode = 8'hFB;
			8'hFB: 	nAnode = 8'hF7;
			8'hF7: 	nAnode = 8'hEF;
			8'hEF: 	nAnode = 8'hDF;
			8'hDF: 	nAnode = 8'hBF;
			8'hBF: 	nAnode = 8'h7F;
			8'h7F: 	nAnode = 8'hFE;
		default: 	nAnode = 8'hFF;
		endcase
endmodule 
`timescale 1ns / 1ps
module cathode(clock, reset, Cathode);
	input clock, reset;
	output reg [2:0] Cathode;
	rotator RT(.clk(clock), .rst(reset), .rotate(rotate));
	always @ (posedge clock, posedge reset)
		if (reset) Cathode <= 3'b0; else
		if (rotate) Cathode <= Cathode + 3'b1;
		else Cathode <= Cathode;
endmodule
`timescale 1ns / 1ps
module count32(clk, rst, q);
input clk, rst;
output [31:0] q;
reg [31:0] q;
always @ (posedge clk, posedge rst)
    if (rst) q <= 32'b0;
    else q <= q + 32'b1;
endmodule
`timescale 1ns / 1ps
module mux8to1(clock, reset, out);
input clock, reset;
output reg [3:0] out;
wire [2:0] Cathode;
wire [31:0] Ci;
cathode CA (.clock(clock),
            .reset(reset),
            .Cathode(Cathode));
count32 CO (.clk(clock),
            .rst(reset),
            .q(Ci));
always @ (*)
    begin
        case (Cathode)
            3'b000  :   out = Ci[3:0];
            3'b001  :   out = Ci[7:4];
            3'b010  :   out = Ci[11:8];
            3'b011  :   out = Ci[15:12];
            3'b100  :   out = Ci[19:16];
            3'b101  :   out = Ci[23:20];
            3'b110  :   out = Ci[27:24];
            3'b111  :   out = Ci[31:28];
            default :   out = 4'h0;
        endcase
    end
endmodule
`timescale 1ns / 1ps
module rotator(clk, rst, rotate);
input clk, rst;
output rotate;
reg [17:0] counter;
assign rotate = (counter == 18'd199_999);
always @ (posedge clk, posedge rst)
    if (rst) counter <= 18'b0; else
    if (rotate) counter <= 18'b0;
    else counter <= counter + 18'b1;
endmodule
```

==> GITHUB_STEP_SUMMARY <==
### Yosys + OpenROAD results

| Metric | Value |
|---|---|
| Syn Inst Count | `410` |
| Peak fanout along the critical path | `12` |
| Die Height | `119.7 µm` |
| Proportion of register bits with asynchronous set or reset after synthesis | `~100%` |
| Ordered cell list for the critical path | `inv_1 -> ha_1 -> or4_4 -> or2_0 -> o21ai_0 -> inv_1 -> ha_1 -> or3_1 -> o211a_1 -> clkdlybuf4s50_1` |
| Pin count of the biggest net entering global routing | `53` |
| Critical-path top delay cell | `sky130_fd_sc_hd__dfrtp_1` |
| Unrepaired setup endpoints after global routing | `no` |
| Max-slew headroom | `around 51%` |
| Share of the synthesized area in the top cell type | `~43%` |
| Number of iterations in the first detailed-routing pass | `5` |
| Minimum period implied by the final worst setup slack | `between 5 and 6 ns` |
| # setup viols final | `0` |
| Delay-heaviest family, CP | `simple AND/OR/NAND/NOR gates` |
| Tot GR Track Use | `between 10% and 20%` |
| I/O pins | `18` |
| Core footprint | `between 10,000 and 15,000 µm²` |
| Library cell occupying the most area in the post-synthesis netlist | `sky130_fd_sc_hd__dfrtp_1` |
| Placed wire-length estimate | `approximately 5300 µm` |
| Required time reported for the critical path endpoint | `6.32 ns` |
| Max_cap viols | `0` |
| DR WL/cell | `~13 µm` |
| Floorplan utilization | `31.02%` |
| Post-layout period usage | `about 70%` |
| Iter 0 DRT Violations | `around 140` |
| Path class of the lowest-slack min-delay path | `reg -> reg` |
| Dominant register cell in the synthesized netlist | `sky130_fd_sc_hd__dfrtp_1` |
| Main kind of combinational logic by area | `simple AND/OR/NAND/NOR gates` |
| XOR/XNOR Fraction of Synth Area | `between 10 and 15%` |
| Slew at the pin with the worst max-slew slack | `between 0.7 and 0.8 ns` |
| CTS tree | `done` |
| Clock Tree Buf Depth | `2` |
| Crit start category | `flop` |
| Total negative slack | `0 ns` |
| PD cells | `around 170 nW/µm²` |
| Number of cells after detailed placement | `around 600` |
| Final antenna diode count | `0` |
| Final Routed Wirelength | `7697 µm` |
| Capturing element type of the critical path | `output pin` |
| Total of cells resized after clock tree synthesis | `0` |
| Port bufs | `16` |
| Synth-to-Final Area Change | `15.29%` |
| Maximum operating frequency | `roughly 0.18 GHz` |
| Tally of nets with antenna violations remaining after routing | `0` |
| Static leakage | `2.019 nW` |
| Depth of the CTS H-tree | `3` |
| Clk slew on worst S/H paths | `about 0.06 ns` |
| Final count of pins violating max slew | `0` |
| Worst VDD drop | `~0.000095 V` |
| Yosys chip area | `approximately 4200 µm²` |
| Final instance count without filler cells | `~600` |
| OpenROAD warning count | `34` |
| Count of hold-fix buffers inserted at cts | `0` |
| FA/HA/MAJ Cells, Area Fraction | `roughly 4.5%` |
| Via Count | `approximately 3,000` |
| Number of cell instances after yosys synthesis | `between 400 and 500` |
| Multiplexer area fraction after synthesis | `between 2 and 3%` |
| Synth Register Bits | `79` |
| Wire length of the first global-routing pass | `about 13,000 µm` |
| Clock sink count | `79` |
| Final Hold Violating Endpoints | `0` |
| Final hold slack | `roughly 0.47 ns` |
| Setup bufs post-CTS | `0` |
| Chip Footprint | `14,330 µm²` |
| Register share after synthesis | `47.77%` |
| Count of flip-flops with a built-in enable after synthesis | `0` |
| CTS Root Cell | `sky130_fd_sc_hd__clkbuf_16` |
| Aoi/oai-family share of the synthesized area | `under 10%` |
| Status | `completed` |
| Cts bufs inserted | `9` |
| Setup CP Type | `reg -> out` |
| Number of standard-cell rows in the floorplan | `between 40 and 50` |
| Overflow left after global routing | `0` |
| Critical path arrival | `a little under 4 ns` |
| Number of distinct library cells after synthesis | `approximately 52` |
| Drt drc | `0` |
| And+or+nand+nor area frac | `roughly a fifth` |
| Mapped cell area | `4156 µm²` |
| Clk Latency, worst-skew pair | `0.33 ns` |
| Via density | `between 4 and 5` |
| Delay of the slowest cell on the worst path | `~0.56 ns` |
| Number of global-route vias before repair | `approximately 2,800` |
| Count of buffering cells on the critical path with inverters included | `3` |
| Die X | `approximately 120 µm` |
| Setup clock skew after layout | `about 0.0056 ns` |
| Initial antenna violation count | `0` |
| Synth Area per Inst | `approximately 10 µm²` |
| Routability congestion estimate from global placement | `between 0.8 and 0.9` |
| Fraction of final layout cells sized beyond drive strength 1 | `under 10%` |
| Post-synth area hogs | `sky130_fd_sc_hd__dfrtp_1, sky130_fd_sc_hd__xnor2_1, sky130_fd_sc_hd__xor2_1` |
| Count of yosys warnings during synthesis | `8` |
[final timing paths]
| path | startpoint | endpoint | slack, ns | depth (start not counted) |
|---|---|---|---|---|
| min reg2reg | HS.M81.CO.q[0] | HS.M81.CO.q[0] | 0.47 | 1 |
| max reg2reg | HS.M81.CO.q[17] | HS.M81.CO.q[26] | 5.83 | 5 |
| min in group asynchronous | reset | AN.RT1.counter[3] | 1.63 | 2 |
| max in group asynchronous | reset | HS.M81.CO.q[3] | 5.22 | 3 |
| max | HS.M81.CA.Cathode[2] | Cathode[0] | 2.34 | 10 |
| min | HS.M81.CO.q[0] | HS.M81.CO.q[0] | 0.47 | 1 |
[through the flow]
| stage | setup WS [ns] | power (mW) | utilization (%) | area [µm²] |
|---|---|---|---|---|
| 2_1_floorplan | 3.300 | 0.4183 | - | 4156 |
| 3_3_place_gp | 2.806 | 0.4211 | 33.63 | 4507 |
| 3_5_place_dp | 2.699 | 0.4213 | 33.63 | 4507 |
| 4_1_cts | 2.323 | 0.8147 | 35.76 | 4792 |
| 5_1_grt | 2.034 | 0.8357 | 35.76 | 4792 |
| 6_report | 2.344 | 0.8024 | 35.76 | 4792 |
[metal layers]
layer	GRT usage, %	wire, µm
met5	0	0
met4	2.344	96
met3	2.961	282
met2	17.67	3489
met1	17.87	3829
[registers in the layout (all words and copies together) (netlist names)]
signal / count
HS.M81.CA.RT.counter: 18
HS.M81.CA.Cathode: 3
HS.M81.CO.q: 32
AN.RT1.counter: 18
AN.Anode: 8
[cells by family (layout without fill, tap and decap cells)]
family,after synthesis,count (layout)
other,1,1
AOI/OAI and AO/OA,42,42
DFF,79,79
and+or+nand+nor,169,169
xor gates and xnor gates,59,59
adders and majority gates,15,15
muxes,10,10
buffers and inverters,35,61
[placed cells by master, fill, tap and decap left out, types with 3 or more instances in the layout]
master,netlist,final
sky130_fd_sc_hd__dfrtp_1,72,72
sky130_fd_sc_hd__clkbuf_16,0,9
sky130_fd_sc_hd__nor3_1,9,9
sky130_fd_sc_hd__inv_1,25,24
sky130_fd_sc_hd__xnor2_1,34,34
sky130_fd_sc_hd__nand4_1,19,19
sky130_fd_sc_hd__and3_1,9,9
sky130_fd_sc_hd__nand2_1,35,35
sky130_fd_sc_hd__a41oi_1,7,7
sky130_fd_sc_hd__mux2i_1,4,4
sky130_fd_sc_hd__nand3b_1,3,3
sky130_fd_sc_hd__or3_1,5,5
sky130_fd_sc_hd__dfstp_2,7,7
sky130_fd_sc_hd__nand3_1,22,22
sky130_fd_sc_hd__o21ai_0,9,9
sky130_fd_sc_hd__and4_1,8,8
sky130_fd_sc_hd__and2_1,3,3
sky130_fd_sc_hd__xor2_1,25,25
sky130_fd_sc_hd__a22o_1,3,3
sky130_fd_sc_hd__mux2_2,6,6
sky130_fd_sc_hd__nor2b_1,3,3
sky130_fd_sc_hd__nor4_1,3,3
sky130_fd_sc_hd__clkinvlp_4,0,3
sky130_fd_sc_hd__buf_4,2,4
sky130_fd_sc_hd__a21oi_1,4,4
sky130_fd_sc_hd__nor2_1,39,39
sky130_fd_sc_hd__clkdlybuf4s50_1,0,16
sky130_fd_sc_hd__ha_1,15,15
[worst register-to-register path, delay by kind of cell, from the launching register on]
| kind | cells | cell delay, ns |
|---|---|---|
| xor gates and xnor gates | 1 | 0.15 |
| DFF | 1 | 0.47 |
| and+or+nand+nor | 4 | 1.37 |
[final cells by class]
class / count / area, µm²
Sequential cell: 79 / 1986
Timing Repair Buffer: 20 / 190.2
Tap cell: 176 / 220.2
Clock inverter: 5 / 32.53
Fill cell: 1305 / 8608
Inverter: 25 / 93.84
Multi-Input combinational cell: 296 / 2017
Clock buffer: 11 / 252.7
[synth_stat cells (all sizes together), types with 3 or more instances]
cell    count
dfstp       7
and2        4
nand4      19
mux2        6
nor2b       3
nor4        3
and3        9
a22o        4
or3         5
dfrtp      72
and4        8
inv        25
nand2      35
a41oi       7
a21oi       4
xor2       25
o21ai       9
clkbuf      6
ha         15
buf         4
nand3      22
xnor2      34
nor2       39
mux2i       4
nand3b      3
nor3        9
[report_power, final]
group	internal [mW]	leakage, nW	switching (mW)
sequential	0.405	1.05	0
clock	0.229	0.134	0.161
combinational	0.000785	0.836	0.00755
Power is estimated from default activity; no workload was simulated.
