## flow/config.mk

```make
export PLATFORM = sky130hd
export DESIGN_NAME = ALU
export DESIGN_NICKNAME = ALU
export VERILOG_FILES = /design/flow/design.v
export SDC_FILE = /design/flow/constraint.sdc
export NUM_CORES = 4
export LEC_CHECK = 1
export CORE_UTILIZATION = 40
```

## flow/constraint.sdc

```tcl
current_design ALU

set clk_period 12.4
set clk_io_pct 0.2

create_clock -name clk0 -period $clk_period

set non_clock_inputs [all_inputs -no_clocks]
set_input_delay [expr $clk_period * $clk_io_pct] -clock clk0 $non_clock_inputs
set_output_delay [expr $clk_period * $clk_io_pct] -clock clk0 [all_outputs]
```

## flow/design.v

```verilog
`timescale 1ns / 1ps
module ALU(A, B, op, result, Z, C);
	input 	[15:0]	A, B;
	input 	[2:0] 	op;
	output	[15:0]	result;
	output 				Z, C;
	reg 		[15:0]	result;
	reg 					C;
	assign Z = ~|result;
	always @(*)
		case (op)
			3'b000:	{C, result}	=	A + B;
			3'b001: 	{C, result} = 	A - B;
			3'b010:	result 		= 	A << 1;
			3'b011:	result		=	{A[0], A[15:1]};
			3'b100:	result 		=	A & B;
			3'b101:	result		= 	A | B;
			3'b110:	result		= 	A ^ B;
			3'b111:	result		=	~A;
			default:	result		=	3'b000;
		endcase
endmodule
```

## flow/run.sh

```bash
#!/bin/bash
# OpenROAD 26Q1-2900-gdf79404cd8, Yosys 0.63+post, stock flow scripts
make -C /OpenROAD-flow-scripts/flow DESIGN_CONFIG=/design/flow/config.mk WORK_HOME=/design/flow/orfs finish
```

==> ci_impl_report.md <==
### Metrics collected by this job

| Metric | Value |
|---|---|
| Outcome | `finished clean` |
| Post-synth regs | `1` |
| RSZ-0062 raised after global routing | `no` |
| Placement Cell Area | `3446 µm²` |
| Final antenna-violating net count | `0` |
| Count of final max-slew check failures | `0` |
| Number of flip-flops under the largest register name | `1` |
| Net switching power figure | `0.00007961 W` |
| Aggregate negative setup slack | `0 ps` |
| Number of enable flip-flop cells | `0` |
| Total vias in the final route | `3228` |
| Synthesized area divided by synthesized cell count | `6.801 µm²` |
| Top Ports | `53` |
| CP max-delay cell | `sky130_fd_sc_hd__clkdlybuf4s50_1` |
| Total setup buffers inserted after CTS | `0` |
| Vias in the first global route | `2943` |
| Int Pwr | `0.00006924 W` |
| Count of max-cap constraint violations | `0` |
| Maximum resistive drop on vdd | `0.00001718 V` |
| Number of buffers added to fix hold violations after cts | `0` |
| Tool Warnings | `64` |
| Worst Path Arrival | `6820 ps` |
| Worst slew margin relative to its limit | `0.5695` |
| Busiest grt layer | `met2` |
| Nature of the critical path startpoint | `primary input` |
| Final critical-path share of the clock period | `0.7498` |
| Final HPWL DP | `6975 µm` |
| Crit. End Element | `output pin` |
| Total power density per cell area | `43.20 nW/µm²` |
| Start-to-end type of the worst setup path | `primary input to output pin` |
| Total Power | `0.0001489 W` |
| Area Overhead vs Synth | `19.22%` |
| Area of the placeable core | `slightly below 7000 µm²` |
| Cell row count | `30` |
| Met1 Track Usage GR | `0.3784` |
| CP top delay family | `simple AND/OR/NAND/NOR gates` |
| Router iterations before antenna repair | `5` |
| Placer's final routability congestion estimate | `0.9478` |
| Critical path fanouts, max | `11` |
| Sw frac | `0.5348` |
| Part of the total power dissipated in sequential elements | `0.004` |
| First-pass GRT wire length | `15010 µm` |
| Layout Utilization | `0.5016` |
| Global routing met2 resource utilization | `0.4173` |
| Placement-stage worst setup slack | `3128 ps` |
| Number of design-rule violations left by the first detailed-router iteration | `about 230` |
| Final critical path time including I/O delays and setup | `9297 ps` |
| Number of antenna violations at the first check in global routing | `0` |
| Maximum number of pins on one net before global-route repair | `62` |
| DRC violation count after routing | `0` |
| Post-route worst setup slack | `3103 ps` |
| Synth async-reset ratio | `0` |
| Clock share of power | `0` |
| Initial Utilization | `0.4208` |
| Die span in y | `87.01 µm` |
| Overall global routing resource usage | `0.2529` |
| Chip Width | `~87 µm` |
| Synth Flop Type | `sky130_fd_sc_hd__dlxtn_1` |
| Antenna diodes | `0` |
| Resized Gates After CTS | `0` |
| Setup violation total in the final timing report | `0` |
| Total leakage power | `roughly 1.5 nW` |
| Vias/cell | `5.837` |
| GR Layer Usage met3 | `0.01731` |
| Worst min-delay path category | `primary input to output pin` |
| Crit path cell chain | `clkdlybuf4s50_1 -> inv_1 -> ha_1 -> nor2_1 -> a221oi_4 -> and4_4 -> o2111ai_1 -> nand4_1 -> nand2_1 -> nor4_1 -> or4b_1 -> or4b_1 -> nor3b_2 -> clkdlybuf4s50_1` |
| Distinct cell type count of the synthesized netlist | `between 70 and 80` |
| Count of filler cells inserted in the layout | `682` |
| Post-route standard cell area excluding fillers | `roughly 3400 µm²` |
| Floorplan die area | `7570 µm²` |
| Count of instantiated cells in the yosys netlist | `425` |
| Total Routed Length | `9131 µm` |
| Cell area after synthesis | `2890 µm²` |
| Final hold viol count | `0` |
| Layout cells sized above 1 | `0.05470` |
| Max Clk Rate | `107.6 MHz` |
| Crit path required time | `9920 ps` |
| Warning count from the yosys run | `1` |
| Number of buffer and inverter stages on the critical path | `3` |
| Syn Inst Count | `425` |
| Sum of overflow across all layers after global routing | `0` |
| Count of unclocked register or latch pins | `1` |
| Slew at the pin closest to its max-slew limit | `645.7 ps` |
| Synthesis area per yosys | `2890 µm²` |
| Average wire per standard cell | `between 15 and 20 µm` |
| Crit path largest cell delay | `approximately 630 ps` |
| Buffers on Ports | `53` |
| Endpoints left unconstrained | `2` |
| Combinational fraction of design power | `0.996` |
path summary, 6_finish.rpt:
path  start          to  slack [ps]  cells past startpoint
max    A[4]           Z        3100                     14
min   op[0]  result[15]        6120                      5
layout by cell type (no fill, tap or decap), types with 3 or more instances in the layout:
master | synthesis | final
sky130_fd_sc_hd__a21o_1 | 5 | 5
sky130_fd_sc_hd__nand3_1 | 10 | 10
sky130_fd_sc_hd__inv_1 | 49 | 49
sky130_fd_sc_hd__a41oi_1 | 4 | 4
sky130_fd_sc_hd__mux4_2 | 5 | 5
sky130_fd_sc_hd__nor2b_1 | 6 | 6
sky130_fd_sc_hd__a211o_1 | 3 | 3
sky130_fd_sc_hd__a221oi_1 | 4 | 4
sky130_fd_sc_hd__or3_1 | 6 | 6
sky130_fd_sc_hd__o21a_1 | 3 | 3
sky130_fd_sc_hd__clkdlybuf4s50_1 | 0 | 52
sky130_fd_sc_hd__nor2_1 | 31 | 31
sky130_fd_sc_hd__a32oi_1 | 5 | 5
sky130_fd_sc_hd__xnor2_1 | 4 | 4
sky130_fd_sc_hd__o22ai_1 | 8 | 8
sky130_fd_sc_hd__buf_4 | 1 | 4
sky130_fd_sc_hd__nor3_1 | 10 | 10
sky130_fd_sc_hd__ha_1 | 48 | 48
sky130_fd_sc_hd__nand2_1 | 46 | 46
sky130_fd_sc_hd__o21ai_0 | 26 | 26
sky130_fd_sc_hd__inv_2 | 5 | 5
sky130_fd_sc_hd__o31ai_1 | 3 | 3
sky130_fd_sc_hd__o211ai_1 | 11 | 11
sky130_fd_sc_hd__a31oi_1 | 6 | 6
sky130_fd_sc_hd__and3_1 | 4 | 4
sky130_fd_sc_hd__nand2b_1 | 5 | 5
sky130_fd_sc_hd__mux2i_1 | 11 | 11
sky130_fd_sc_hd__a21oi_1 | 26 | 26
cell type report:
| type | count | area [µm²] | share of cell area |
|---|---|---|---|
| well taps | 96 | 120.1 | 0.03486 |
| multi-input cells | 344 | 2549 | 0.7397 |
| repair buffers | 57 | 555.5 | 0.1612 |
| inverters | 55 | 206.4 | 0.05991 |
| flip-flops and latches | 1 | 15.01 | 0.004357 |
routing by layer:
metal / up-vias / share of wire / wire length, µm
li1: 1615 / - / -
met5: - / 0 / 0
met1: 1488 / 0.46 / 4205
met3: 6 / 0.065 / 589
met4: 0 / 0.0085 / 78
met2: 119 / 0.47 / 4258
stage by stage:
step,cells,hold WS [ps]
after floorplan,425,5103
after global placement,553,6121
after detailed placement,553,6127
after CTS,553,6130
after global routing,553,6204
final,553,6120
cell usage after synthesis, drive strengths merged (2+ instances only):
cell / instances / area, µm²
inv: 54 / 202.7
ha: 48 / 600.6
nand2: 46 / 172.7
nor2: 32 / 127.6
o21ai: 29 / 148.9
a21oi: 26 / 130.1
buf: 19 / 97.60
mux2i: 11 / 110.1
nor3: 11 / 60.06
o211ai: 11 / 82.58
nand3: 10 / 50.05
o22ai: 8 / 50.05
a31oi: 6 / 37.54
clkbuf: 6 / 22.52
nor2b: 6 / 37.54
or3: 6 / 37.54
a21o: 5 / 37.54
a221oi: 5 / 61.31
a32oi: 5 / 43.79
mux4: 5 / 112.6
nand2b: 5 / 31.28
o31ai: 5 / 47.54
a41oi: 4 / 35.03
and3: 4 / 25.02
xnor2: 4 / 35.03
a211o: 3 / 26.28
o21a: 3 / 22.52
a2111oi: 2 / 17.52
a211oi: 2 / 15.01
a21boi: 2 / 15.01
a221o: 2 / 20.02
a22o: 2 / 17.52
and4: 2 / 20.02
fa: 2 / 40.04
nand4: 2 / 12.51
nor3b: 2 / 20.02
o2111ai: 2 / 17.52
o2bb2ai: 2 / 17.52
o311ai: 2 / 17.52
or4b: 2 / 20.02
xor2: 2 / 17.52
cells by family after synthesis:
kind of cell,after synthesis,synth area share
compound gates,139,0.3398
simple gates,133,0.2251
buf+inv,80,0.1130
fa+ha+maj,50,0.2216
mux,16,0.07706
xor+xnor,6,0.01818
latches,1,0.005193
power by group through the flow:
stage | Clock [W] | Combinational, W | Sequential, W
after CTS | 0 | 0.000147 | 0.000000614
after global routing | 0 | 0.000164 | 0.000000628
final | 0 | 0.000148 | 0.000000618
Power figures rest on the tool's default switching activity, not on a simulated workload.
