## /design/flow/run.sh

```bash
#!/bin/bash
# OpenROAD 26Q1-2900-gdf79404cd8, Yosys 0.63+post, stock flow scripts
make -C /OpenROAD-flow-scripts/flow DESIGN_CONFIG=/design/flow/config.mk WORK_HOME=/design/flow/orfs finish
```

## /design/flow/config.mk

```make
export PLATFORM = sky130hd
export DESIGN_NAME = RegFile
export DESIGN_NICKNAME = RegFile
export VERILOG_FILES = /design/flow/design.v
export SDC_FILE = /design/flow/constraint.sdc
export NUM_CORES = 4
export LEC_CHECK = 1
export CORE_UTILIZATION = 50
```

## /design/flow/constraint.sdc

```tcl
current_design RegFile

set clk_period 3.4
set clk_io_pct 0.2

create_clock -name clk0 -period $clk_period [get_ports {clk}]

set non_clock_inputs [all_inputs -no_clocks]
set_input_delay [expr $clk_period * $clk_io_pct] -clock clk0 $non_clock_inputs
set_output_delay [expr $clk_period * $clk_io_pct] -clock clk0 [all_outputs]
```

## /design/flow/design.v

```verilog
`timescale 1ns/1ns
module RegFile (clk, rst, write, step, RdAdrsA, RdAdrsB, WtAdrs, WtData, OperA, OperB);
input         clk, rst, write, step;
input  [ 2:0] RdAdrsA, RdAdrsB, WtAdrs;
input  [15:0] WtData;
output [15:0] OperA, OperB;
reg    [15:0] mem [0:7];
integer       i;
assign OperA = mem[RdAdrsA];
assign OperB = mem[RdAdrsB];
always @(posedge clk, posedge rst)
   if (rst)
	   for (i=0; i<8; i=i+1)
		   mem[i] <= 16'b0;
	else
	   if (step & write)
		   mem[WtAdrs] <= WtData;
endmodule
```

==> impl_metrics.yaml <==
# generated from flow reports
worst_setup_path:
  path_max_fanout: 15
  start_kind: "input pin"
  cp_num_cells: 7
  path_delay_family: "buffers and inverters"
  rr_worst_depth: 1
  crit_path_end_kind: "primary output"
  path_common_cell: "clkdlybuf4s50_1"
  reg2reg_slack_ns: 2.61
  crit_start: "RdAdrsA[2]"
  worstPathCellList: "clkdlybuf4s50_1, buf_4, nand3_1, o211ai_1, o21ai_0, a21oi_1, clkdlybuf4s50_1"
  critPathRequiredTime_ns: 2.72
  r2r-end: "mem[3][0]"
  cp_num_buf_inv: 3
  path_class: "in -> out"
  crit_path_max_incr_delay_ns: 0.52
  crit_slowest_cell: "clkdlybuf4s50_1"
  worstReg2RegStart: "mem[3][0]"
  cp-endpoint: "OperA[15]"
  cp.arrival_ns: 2.53
die:
  rows: 43
  dieArea_sq_um: 14800
  initial_core_util: 0.515
  die.size.y_um: 122
  die_w_um: 122
  core-area_sq_um: 13900
  io_pins: 61
final_timing:
  hold_viol_final: 0
  finalCritPeriodShare: 0.945
  worst_pin_slew_ns: 0.722
  setup_tns_ns: 0
  fin_crit_ns: 3.21
  slew_violations: 0
  slew-limit-headroom: 0.518
  setup_viol: 0
  fin_skew_ns: 0
  rsz0062_at_grt: "false"
  whs_ns: 0.509
  clock.fmax_ghz: 0.311
place:
  gp_congestion: 0.849
  hpwl_um: 11900
  io_buffers: 60
  place_inst: 895
cells_and_area:
  largest-register: "mem"
  syn2layout_area_growth_pct: 20.8
  largest_reg_flops: 128
  drive_gt1_frac: 0.288
  final_cells: 927
  reg_top3: "mem: 128 flops"
  final.fill_count: 1113
power:
  leakagePower_nw: 3.80
  vdd_drop_max_uv: 373
  report.power.total_mw: 5.07
  power_density_nw_per_um2: 585
global_routing:
  antenna_found_initial: 0
  first_global_vias: 5372
  gr-total-overflow: 0
  grt_max_degree: 129
  grt_pass1_wl_um: 30500
  grt_use_total: 0.285
job:
  drv_cap: 0
  warning_count: 27
routing:
  vias: 5521
  dr.pass1.iters: 6
  ant_nets: 0
  drt_iter0_markers: 401
  routed_via_density: 5.96
  wl_per_cell_um: 20.7
  drc_errors: 0
  finalWirelength_um: 19100
  antenna_cells: 0
cts:
  cts_tree: "done"
  hold_buffers: 0
  postCtsSetupRepairBufs: 0
  path_clk_slew_ns: 0.06
  clockBufferDepth: 2
  cts_resized: 0
  numCtsBuffers: 17
  clock_latency_ns: 0.41
  h-tree-depth: 4
  clkSinkCount: 128
  root_buffer: "clkbuf_16"
logic_synthesis:
  yosys_warnings: 2
  syn_inst: 664
  yosys-stat-area_sq_um: 7180
  synth_seq_share: 0.446
  yosys-stat-cells: 664
  syn_area_per_cell_sq_um: 10.8
  netlist_area_sq_um: 7180
  ys.flops: 128
  ys_types: 39
status:
  status: "finished, final reports clean"
worst_hold_path:
  hp-class: "reg -> reg"
[power by group]
part | internal, mW | leakage (nW) | switching, mW
Sequential | 1.88 | 1.57 | 0.266
Clock | 1.13 | 0.278 | 0.649
Combinational | 0.692 | 1.95 | 0.451
[per-layer routing]
layer  vias up  GRT usage  share of wire
met1      2761      0.464           0.46
met5         -          0              0
met3        20     0.0649          0.075
met2       211      0.415           0.45
met4         0     0.0378          0.012
li1       2529          -              -
[placed cells by master, fill, tap and decap left out, types with 22 or more instances in the layout]
cell type and n:
a21oi_1 43, buf_4 38, clkdlybuf4s50_1 55, dfrtp_1 128, inv_1 22, mux2_2 110
mux2i_1 44, nand2_1 35, nor2_1 43, nor2b_1 31, o22ai_1 27
[Yosys cell counts (all sizes together)]
cell type | count | area [sq um]
o2bb2ai | 12 | 105
and3b | 1 | 8.76
a22o | 15 | 131
mux2 | 130 | 1540
a21oi | 43 | 215
o31ai | 1 | 7.51
nand2 | 35 | 131
o211ai | 13 | 97.6
nor3 | 3 | 15.0
inv | 23 | 86.3
o22a | 1 | 8.76
a221oi | 3 | 26.3
buf | 27 | 161
nor2 | 49 | 199
a31oi | 2 | 12.5
a21boi | 1 | 7.51
o22ai | 27 | 169
clkbuf | 23 | 86.3
nand2b | 3 | 18.8
nand3b | 5 | 50.1
o32a | 1 | 10.0
nor2b | 31 | 194
dfrtp | 128 | 3200
o21ai | 20 | 100
or3 | 4 | 25.0
a22oi | 1 | 7.51
mux4 | 1 | 22.5
o311ai | 1 | 8.76
mux2i | 44 | 440
a211oi | 2 | 15.0
nand3 | 14 | 75.1
[worst min-delay path by stage]
| stage | depth (start not counted) | slack, ns | end | startpoint |
|---|---|---|---|---|
| after global routing | 1 | 0.53 | mem[4][15] | mem[4][15] |
| after CTS | 1 | 0.52 | mem[4][5] | mem[4][5] |
| final | 1 | 0.51 | mem[4][5] | mem[4][5] |
[cells by family (layout without fill, tap and decap cells)]
logic type | Yosys count | in the layout | share of synthesized area
flops | 128 | 128 | 0.446
buf+inv | 73 | 156 | 0.0465
mux | 175 | 175 | 0.279
simple gates | 145 | 145 | 0.0999
compound gates | 143 | 143 | 0.128
[area by class of cell]
cell class | instances | area (sq um) | share of cell area
Tap cell | 180 | 225 | 0.0260
Timing Repair Buffer | 101 | 928 | 0.107
Inverter | 23 | 90.1 | 0.0104
Clock buffer | 22 | 474 | 0.0547
Clock inverter | 10 | 110 | 0.0127
Sequential cell | 128 | 3200 | 0.369
Multi-Input combinational cell | 463 | 3640 | 0.420
[per-stage QoR]
stage / utilization / worst slack (ns) / cell area, sq um
floorplan: - / 1.06 / 7180
global placement: 0.580 / 0.0538 / 8090
detailed placement: 0.580 / 0.0331 / 8090
CTS: 0.622 / 0.0264 / 8670
global route: 0.622 / 0.0488 / 8670
finish: 0.622 / 0.187 / 8670
No activity file was given, so power comes from the tool's default toggle rates.
